==> run.sh <==
#!/bin/bash
# OpenROAD 26Q1-2900-gdf79404cd8, Yosys 0.63+post, stock flow scripts
make -C /OpenROAD-flow-scripts/flow DESIGN_CONFIG=/design/flow/config.mk WORK_HOME=/design/flow/orfs finish
==> config.mk <==
export PLATFORM = sky130hd
export DESIGN_NAME = num_selector
export DESIGN_NICKNAME = num_selector
export VERILOG_FILES = /design/flow/design.v
export SDC_FILE = /design/flow/constraint.sdc
export NUM_CORES = 4
export LEC_CHECK = 1
export CORE_AREA = 10 10 108 108
export DIE_AREA = 0 0 118 118
==> constraint.sdc <==
current_design num_selector

set clk_period 5.7
set clk_io_pct 0.2

create_clock -name clk0 -period $clk_period [get_ports {clk}]

set non_clock_inputs [all_inputs -no_clocks]
set_input_delay [expr $clk_period * $clk_io_pct] -clock clk0 $non_clock_inputs
set_output_delay [expr $clk_period * $clk_io_pct] -clock clk0 [all_outputs]
==> design.v <==
`timescale 1ns / 1ps
module num_selector(input clk, input rst, output reg select);
    parameter DELAY = 1000000;  
    reg [19:0]counter;
    always @(posedge clk or posedge rst)begin
        if(rst)begin
            select = 0;
            counter = 20'b0;
        end
        else begin
            counter = counter + 20'b1;
            if(counter == DELAY) begin
                select = !select;
                counter = 20'b0;
            end
        end
    end
endmodule
==> flow_metrics.tcl <==
# yosys + openroad results
set metrics [dict create \
    endpoint "select" \
    drt_wl_total_mm 2.02 \
    numSynthFlops 21 \
    hold_violations 0 \
    cts_setup_buffers 0 \
    num-fill-cells 1065 \
    hpwl_mm 1.50 \
    pin_count 3 \
    cts_root_buf "clkbuf_8" \
    yosys_warnings 1 \
    dieHeight_um 118 \
    design.core.area_um2 9280 \
    chipArea_um2 13900 \
    post_dp_cell_area_um2 1370 \
    ys_top_logic_family "simple AND/OR/NAND/NOR gates" \
    r2r_slack_ns 3.09 \
    synthFlopType "dfrtp_1" \
    cts_buffers 3 \
    first_global_vias 815 \
    num_vias 809 \
    post-route-period-util 0.458 \
    rr_worst_depth 7 \
    insertion_delay_ns 0.26 \
    grt_pass1_wl_mm 3.66 \
    rsz0062_at_grt "no" \
    antenna_found_initial 0 \
    syn_area_um2 1180 \
    skew_ns 0.00325 \
    cts_resized 0 \
    cp.required_ns 5.82 \
    hold_class "register to register" \
    yosysTopAreaCellShare 0.444 \
    ys_sh_adder 0.0106 \
    ir_worst_vdd_mv 0.0481 \
    largest_area_cell "dfrtp_1" \
    async_flop_share 1.00 \
    cts.clk_slew.worst_paths_ns 0.08 \
    endpoint_kind "register" \
    worstReg2RegStart "counter[0]" \
    grt_max_degree 22 \
    max-slew-margin-rel 0.633 \
    setup_viol 0 \
    synthCells 110 \
    synthXorXnorAreaFrac 0.156 \
    setup.worst_path.start "counter[0]" \
    dp_cells 241 \
    finalMaxSlewViolations 0 \
    ys_area_um2 1180 \
    layout-drive-gt1-share 0.155 \
    startpoint_type "register" \
    r2r-end "select" \
    routedWlPerCell_um 8.22 \
    port_buffers 2 \
    drtAntennaViolNets 0 \
    gp_congestion 0.848 \
    dr.pass1.iters 4 \
    p_leak_uw 0.000579 \
    design_area_um2 1410 \
    tritoncts "built" \
    worst_pin_slew_ns 0.546 \
    ys_cells 110 \
    cts_hold_buffers 0 \
    area_leaders "dfrtp_1 (44%), xnor2_1 (7.4%), xor2_1 (5.9%)" \
    status "complete, no violations" \
    critPathArrivalTime_ns 2.73 \
    clk_path_buf_depth 2 \
    mux_share 0.00950 \
    die-width_um 118 \
    drc 0 \
    drv_cap 0 \
    ys_sh_simple 0.267 \
    critPathMaxFanout 9 \
    grt_overflow 0 \
    finalCriticalPeriod_ns 2.61 \
    stdcell_count 245 \
    tns_ns 0 \
    max_freq_mhz 383 \
    openroad.warnings 25 \
    synth-edff-count 0 \
    antenna_cells 0 \
    clkSinkCount 21 \
    grt_util_all_layers 0.0293 \
    powerDensity_nw_per_um2 177 \
    area_growth_pct 19.3 \
    critPathKind "register to register" \
    via_per_inst 3.30 \
    fp_util 0.128 \
    synth_cell_types 41 \
    drtIter0Drc 31 \
    ys_seq_share 0.444 \
    htreeDepth 1 \
    synthAoiAreaFrac 0.0898 \
    std_cell_rows 35 \
    synth_area_per_cell_um2 10.8 \
]
-- metrics by stage --
step | util | setup WS, ns | power [uW] | hold WS (ns)
floorplan | - | 3.41 | 154 | 0.420
global placement | 0.147 | 3.14 | 156 | 0.470
detailed placement | 0.147 | 3.08 | 156 | 0.467
CTS | 0.152 | 3.07 | 255 | 0.484
global route | 0.152 | 2.90 | 260 | 0.499
finish | 0.152 | 3.09 | 250 | 0.480
-- area by class of cell --
class	instances	area, um2	share of cell area
Clock buffer	4	45.0	0.0319
Inverter	6	22.5	0.0159
Multi-Input combinational cell	82	632	0.447
Sequential cell	21	526	0.372
Tap cell	129	161	0.114
Timing Repair Buffer	3	27.5	0.0195
-- logic make-up after synthesis --
logic type,after synthesis
AND/OR/NAND/NOR,48
adder cells (fa/ha/maj),1
buffers and inverters,7
multiplexers,1
XOR/XNOR,19
AND-OR/OR-AND,13
flip-flops,21
-- critical path, stage by stage (launching register included) --
cell	delay, ns
dfrtp_1	0.44
ha_1	0.27
nand3_2	0.17
nor4_2	0.44
nand3_1	0.25
xor2_4	0.23
nor4_4	0.56
xor2_1	0.12
-- power breakdown --
| part | internal [uW] | switching [uW] |
|---|---|---|
| Clock | 49.7 | 47.9 |
| Sequential | 149 | 0 |
| Combinational | 1.10 | 2.92 |
| Total | 200 | 50.8 |
-- layer usage --
layer	part of all wire	up-vias	global-route usage
met1	0.52	384	0.0409
met3	0.028	2	0.00583
met2	0.44	14	0.0448
met5	0	-	0
met4	0.014	0	0.00850
li1	-	409	-
-- layout by cell type (no fill, tap or decap), drive strengths merged, types with 4 or more instances in the layout --
| master | count |
|---|---|
| nor2 | 11 |
| nand3 | 7 |
| clkbuf | 4 |
| nand4 | 4 |
| nor4 | 4 |
| dfrtp | 21 |
| inv | 6 |
| xnor2 | 10 |
| xor2 | 9 |
| nand2 | 8 |
-- how the worst min path moves through the flow --
stage                 startpoint      to  slack (ns)  cells after the start
after CTS                 select  select        0.48                      1
after global routing      select  select        0.50                      1
final                     select  select        0.48                      1
-- Yosys cell counts (2+ instances only) --
cell / instances
xor2_1: 8
dfrtp_1: 21
inv_1: 6
and4_1: 2
nand4_1: 3
nor2b_1: 2
nand2_1: 8
nor4_2: 2
nor3_1: 2
xnor2_1: 10
nand3_1: 4
nor2_1: 11
nand3_2: 2
a21oi_1: 2
-- state kept, by name, indices dropped and copies added (netlist names) --
name	count
counter	20
select	1
Power and IR drop assume default switching activity.
