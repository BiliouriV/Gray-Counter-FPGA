$ cat ./config.mk
export PLATFORM = sky130hd
export DESIGN_NAME = gray_4bits
export DESIGN_NICKNAME = gray_4bits
export VERILOG_FILES = /design/flow/design.v
export SDC_FILE = /design/flow/constraint.sdc
export NUM_CORES = 4
export LEC_CHECK = 1
export CORE_AREA = 10 10 70 70
export DIE_AREA = 0 0 80 80
$ cat ./constraint.sdc
current_design gray_4bits

set clk_period 1.3
set clk_io_pct 0.2

create_clock -name clk0 -period $clk_period [get_ports {clk}]

set non_clock_inputs [all_inputs -no_clocks]
set_input_delay [expr $clk_period * $clk_io_pct] -clock clk0 $non_clock_inputs
set_output_delay [expr $clk_period * $clk_io_pct] -clock clk0 [all_outputs]
$ cat ./design.v
module gray_4bits (clk, clk_en, rst, gray_out);
  input clk, clk_en, rst;
  reg [3:0] state;
  output wire[3:0] gray_out;
  always @(posedge clk or negedge rst) 
   begin
        if(!rst) begin
            state = 4'b0000;
        end
        else begin
			if(clk_en)begin
				case(state)
				4'b0000: state = 4'b0001;
				4'b0001: state = 4'b0011;
				4'b0011: state = 4'b0010;
				4'b0010: state = 4'b0110;
				4'b0110: state = 4'b0111;    
				4'b0111: state = 4'b0101;
				4'b0101: state = 4'b0100;
				4'b0100: state = 4'b1100;
				4'b1100: state = 4'b1101;
				4'b1101: state = 4'b1111;
				4'b1111: state = 4'b1110; 
				4'b1110: state = 4'b1010;
				4'b1010: state = 4'b1011;
				4'b1011: state = 4'b1001;
				4'b1001: state = 4'b1000;
				4'b1000: state = 4'b0000;
				endcase
			end
		end
	end
    assign gray_out = state;
endmodule
$ cat ./run.sh
#!/bin/bash
# OpenROAD 26Q1-2900-gdf79404cd8, Yosys 0.63+post, stock flow scripts
make -C /OpenROAD-flow-scripts/flow DESIGN_CONFIG=/design/flow/config.mk WORK_HOME=/design/flow/orfs finish
==> flow_metrics.py <==
# Physical implementation metrics
metrics = {
    "status": {
        "result_of_the_run": "finished, final reports clean",
    },
    "drt": {
        "routed-wl-met3_um": 118,
        "viasPerCell": 2.15,
        "metal_1_wl_um": 238,
        "dr.pass1.iters": 2,
        "detailedRoute.firstIterationViolations": 1,
        "avgRoutedWirePerCell_um": 6.96,
        "antenna_left": 0,
        "drt_drc_violations_left": 0,
        "route.final.wire_length_um": 522,
        "met2RoutedLength_um": 165,
        "detailroute.via_count": 161,
        "top_layer": "met3",
        "antenna_diodes": 0,
    },
    "clock_network": {
        "hold_buffers": 0,
        "ctsHtreeMaxLevel": 1,
        "numCtsBuffers": 3,
        "worstSkewPairLatency_ps": 230,
        "tritoncts": "done",
        "clockRootBuffer": "sky130_fd_sc_hd__clkbuf_4",
        "clock_tree.buffer_depth": 2,
        "clkSinkCount": 4,
        "clk_pin_slew_ps": 40,
    },
    "critical_path": {
        "critical_path.slowest_cell": "sky130_fd_sc_hd__dfrtp_1",
        "worst_path_maximum_fanout": 4,
        "cpPeakStageDelay_ps": 380,
        "cp_num_buf_inv": 1,
        "worst_setup_path_end_kind": "flip-flop",
        "timing.critical_path.cells": "buf_4 > nor3b_2 > mux2_1",
        "setup.worst_path.start_class": "flip-flop",
        "criticalPathCategory": "reg -> reg",
        "critPathRequiredTime_ps": 1410,
        "path_delay_family": "flip-flops",
        "critical_path_arrival_ps": 1270,
    },
    "final_timing": {
        "finalCritPeriodShare_pct": 89.4,
        "fin_crit_ps": 1160,
        "layout_setup_ws_ps": 138,
        "hold-worst-slack_ps": 226,
        "max-slew-margin-rel_pct": 89.9,
        "setup_repair_after_global_routing_missed_its_margin": "false",
        "final_max_slew_viol_count": 0,
        "fmaxAchievable_mhz": 861,
        "total_neg_setup_slack_ps": 0,
        "skew_ps": 0.700,
        "setup_violations": 0,
        "report.final.hold_viol_count": 0,
        "worst_slew_pin_slew_ps": 147,
    },
    "die": {
        "chip_area_mm2": 0.00640,
        "fp-utilization_pct": 5.75,
        "core-area_mm2": 0.00342,
        "ioPinCount": 7,
        "floorplan.die.height_um": 80,
        "die_width_um": 80,
        "placementRows": 21,
    },
    "layout": {
        "regArea_um2": 101,
        "fillCellCount": 393,
        "area_growth_syn_to_layout_pct": 91.1,
        "final_layout_size_suffix_gt1_share_pct": 37.9,
        "logic_area_um2": 97.6,
    },
    "power_and_ir_drop": {
        "share_clk_of_total_power_pct": 18.0,
        "cell_area_power_density_mw_per_mm2": 2210,
        "p_sw_mw": 0.231,
        "p_int_mw": 0.599,
        "power.leakage_nw": 0.161,
        "power.share.combinational_pct": 53.8,
        "sw_frac_of_total_pct": 27.9,
        "share_seq_of_total_power_pct": 28.2,
        "vdd_ir_drop_max_mv": 0.385,
        "p_total_mw": 0.830,
    },
    "placement": {
        "gp_congestion": 0.726,
        "detail_placement_hpwl_um": 364,
        "dp_worst_setup_slack_ps": -152,
        "placement.io_buffers": 6,
    },
    "yosys": {
        "synthesis.yosys.warnings": 1,
        "synth-seq-area-share_pct": 51.0,
        "number_of_synthesized_flops_with_an_enable_pin": 0,
        "post_synth_instance_area_um2": 196,
        "netlist_instances": 15,
        "netlist-cell-type-count": 12,
        "dominantRegCellSynth": "sky130_fd_sc_hd__dfrtp_1",
        "yosysTopAreaCell": "sky130_fd_sc_hd__dfrtp_1",
        "yosys_register_bits": 4,
        "synth.top_cell.area_share_pct": 51.0,
        "synth-cells-yosys": 15,
        "synth_async_sr_flop_share_pct": 100,
        "avg_cell_area_syn_um2": 13.1,
        "yosys-stat-area_um2": 196,
        "synth.area.top_cells": "sky130_fd_sc_hd__dfrtp_1 51%, sky130_fd_sc_hd__xor3_1 12%, sky130_fd_sc_hd__mux2_1 5.7%, sky130_fd_sc_hd__mux2_2 5.7%, sky130_fd_sc_hd__mux2i_1 5.1%",
        "synth.most_common_cell": "sky130_fd_sc_hd__dfrtp_1",
    },
    "grt": {
        "largest_net_degree_at_the_start_of_global_routing": 5,
        "grt_pass1_wl_um": 828,
        "first_global_vias": 175,
        "global_route.usage.total_pct": 1.72,
        "grt_antenna_before_repair": 0,
        "gr-total-overflow": 0,
    },
    "min_path": {
        "holdCritPathClass": "in -> async",
    },
    "run": {
        "warning_count": 25,
        "timing.max_cap.violations": 0,
    },
}
## path summary, 6_finish.rpt
check | start | endpoint | slack [ps] | cells after the start
setup reg to reg | state[0]$_DFFE_PN0P_ | state[3]$_DFFE_PN0P_ | 140 | 3
min in group clk0 | state[3]$_DFFE_PN0P_ | state[2]$_DFFE_PN0P_ | 600 | 2
hold reg to reg | state[3]$_DFFE_PN0P_ | state[2]$_DFFE_PN0P_ | 600 | 2
hold / removal | rst | async pin | 230 | 1
setup / recovery | state[0]$_DFFE_PN0P_ | state[3]$_DFFE_PN0P_ | 140 | 3
max in group asynchronous | rst | state[2]$_DFFE_PN0P_ | 900 | 1
## layer usage
metal / up-vias / global-route usage, %
met1: 73 / 1.82
met5: - / 0
met3: 0 / 2.16
met2: 9 / 1.93
li1: 79 / -
met4: 0 / 0.704
## through the flow
stage	utilization, %	cell area (um^2)	cells
after floorplan	-	196	15
after global placement	9.41	322	68
after detailed placement	9.41	322	68
after CTS	10.8	370	75
after global routing	11.0	375	75
final	11.0	375	75
## layout make-up
cell class,instances,share of cell area (%)
Sequential cell,4,27.0
Inverter,1,1.00
Timing Repair Buffer,11,24.7
Multi-Input combinational cell,10,26.0
Tap cell,46,15.3
Clock buffer,3,6.00
## power by group through the flow
stage         sequential, mW  clock (mW)  combinational, mW
CTS                    0.232       0.162              0.443
global route           0.239       0.175              0.493
finish                 0.234       0.149              0.447
## kinds of logic after synthesis
| kind of cell | count (synthesis) | share of synthesized area, % |
|---|---|---|
| xor gates and xnor gates | 2 | 16.6 |
| and+or+nand+nor | 4 | 11.5 |
| muxes | 3 | 16.6 |
| buffers and inverters | 1 | 1.91 |
| AOI/OAI and AO/OA | 1 | 2.55 |
| DFF | 4 | 51.0 |
## cells in the final DEF, fill, tap and decap left out, types with 2 or more instances in the layout
| master | count |
|---|---|
| sky130_fd_sc_hd__dlygate4sd2_1 | 4 |
| sky130_fd_sc_hd__dfrtp_1 | 3 |
| sky130_fd_sc_hd__buf_4 | 5 |
| sky130_fd_sc_hd__clkdlybuf4s50_1 | 2 |
| sky130_fd_sc_hd__clkbuf_4 | 3 |
## what timing repair did
item / CTS / global route
setup endpoints to repair: 4 / 1
gates cloned: 0 / 0
buffers inserted: 4 / 0
resized: 5 / 1
Power and IR drop assume default switching activity.
