==> design.v <==
`timescale 1ns / 1ps
module GrayCounter_Pulse(input clk, input rst, input level, output reg pulse);
   reg [1:0] state;
   reg [1:0] nextstate;
   parameter S0 = 2'b00;
   parameter S1 = 2'b01;
   parameter S2 = 2'b10;
  always @(state, level)
      begin
			case(state)
				S0:
						begin
                            if (!level)begin
                                pulse = 0;
                                nextstate = S0;
                            end
                            else begin
                                pulse = 0;
                                nextstate = S1;
                            end
						end
				S1:
						begin
							pulse = 1;
							nextstate = S2;
						end
				S2:
						begin
							pulse = 0;
							nextstate = S0;
						end
				default:
				        begin
				            pulse = 0;
				            nextstate = S0;
				        end
			endcase
      end
	always @(posedge clk, posedge rst)
			begin
				if(rst == 1'b1)
					state <= 2'b0;
				else
					state <= nextstate;
            end
endmodule
module gray_Nbits (clk, clk_en, rst, gray_out);
 parameter N = 4;
 parameter SIZE =(N+1);
 parameter Zeros = {SIZE{1'b0}};
 integer i,j,k;
 input clk, clk_en, rst;
 output wire[N - 1:0] gray_out;
 reg [N:0] state;
 reg [N:0] toggle;
 reg h_or;
 always @(posedge clk or posedge rst)
   begin
        if (rst == 1'b1)begin
           state[0] = 1'b1;
           for ( i = 1; i<SIZE; i=i+1)begin
               state[i] <= 1'b0;
           end
       end
       else begin
           if(clk_en)begin
               state[0] <= !state[0];
               for(j = 1; j<SIZE; j = j + 1) begin
                   if(toggle[j]==1)begin
                       state[j] <= ~state[j];
                   end
               end
           end
       end
   end
   always @(state) 
       begin
           if(rst) begin
               for(i = 0; i<SIZE; i = i + 1) begin
                   toggle[i] = 0;
                   h_or = 0;
               end
           end
           else begin
               toggle[0] =  1'b1;
               toggle[1] = state[0];
               for (i=2; i<N; i=i+1)begin
                   h_or = state[0];
                   for (k = 1; k<i-1; k=k+1)begin
                       h_or = h_or | state[k];
                   end
                   toggle[i] = state[i-1]&(~h_or);
               end
               toggle[N] = ~(|state[N-2:0]);
           end
       end
   assign gray_out=state[N:1];
endmodule
`timescale 1ns / 1ps
module GrayCounter_System(clk, rst, button_in, leds);
  parameter N = 4;
  parameter distance = 100000000; 
  input clk, rst, button_in;
  output [N-1:0] leds;
  wire pulse;
  wire clean_button;
    debounce button_debouncer(.reset(rst), .clk(clk), .noisy(button_in), .clean(clean_button));
    GrayCounter_Pulse my_pulse_gen(.clk(clk), .rst(rst), .level(clean_button), .pulse(pulse));
    gray_Nbits nbits_counter(.clk(clk), .clk_en(pulse), .rst(rst), .gray_out(leds));
endmodule
module debounce #(parameter DELAY=1000000)    
	             (input reset, clk, noisy, output wire clean);
   parameter count_max = 20'b11111111111111111111;
   reg [19:0] count;
   reg new;
   always @ (posedge clk or posedge reset)
     if(reset == 1)
       begin
            count = 20'd0;
            new = 0;
	   end
	 else 
	   begin
            if (!noisy)begin
                count = 20'd0;
                new = 0;
            end
            else begin
                if (count == count_max)begin
                    new = 0;
                end
                else begin
                    if (count == DELAY)begin
                        new = 1;
                        count = count_max;
                    end
                    else count = count + 20'd1;
                end
            end
	   end
       assign clean = new;
endmodule
==> run.sh <==
#!/bin/bash
# OpenROAD 26Q1-2900-gdf79404cd8, Yosys 0.63+post, stock flow scripts
make -C /OpenROAD-flow-scripts/flow DESIGN_CONFIG=/design/flow/config.mk WORK_HOME=/design/flow/orfs finish
==> config.mk <==
export PLATFORM = sky130hd
export DESIGN_NAME = GrayCounter_System
export DESIGN_NICKNAME = GrayCounter_System
export VERILOG_FILES = /design/flow/design.v
export SDC_FILE = /design/flow/constraint.sdc
export NUM_CORES = 4
export LEC_CHECK = 1
export CORE_UTILIZATION = 30
==> constraint.sdc <==
current_design GrayCounter_System

set clk_period 3.5
set clk_io_pct 0.2

create_clock -name clk0 -period $clk_period [get_ports {clk}]

set non_clock_inputs [all_inputs -no_clocks]
set_input_delay [expr $clk_period * $clk_io_pct] -clock clk0 $non_clock_inputs
set_output_delay [expr $clk_period * $clk_io_pct] -clock clk0 [all_outputs]
==> flow_summary.toml <==
# flow metrics
[clock_network]
root_buffer = "clkbuf_8"
cts.sinks = 29
numCtsBuffers = 5
cts_buffer_depth = 2
cts_tree = "done"
ctsResizeCount = 0
cts_max_level = 2
hold_buffers = 0
path_clk_slew_ns = 0.07
cts_setup_buffers = 0
clock_latency_ns = 0.28

[synth]
postSynthCellCount = 150
ys_sh_mux_pct = 0
area_leaders = "dfrtp_1 (43%), xnor2_1 (7.8%), a21oi_2 (5.0%)"
synthDistinctLibCells = 37
yosys.cell_count.top_type = "dfrtp_1"
largest_area_cell = "dfrtp_1"
edf_count = 0
xor_area_share_pct = 10.5
yosys_warnings = 3
ys.flop_type = "dfrtp_1"
yosys.area_share.simple_pct = 22.0
yosys_cells = 150
async_flop_share_pct = 100
synth_flops = 29
synthAoiAreaFrac_pct = 12.8
yosys.area.top_type_share_pct = 42.8
synth_seq_share_pct = 46.1
topCombFamilyByArea = "simple AND/OR/NAND/NOR gates"
syn_area_um2 = 1580
synth.avg_cell_area_um2 = 10.5
ys_chip_area_um2 = 1580
ys_top_cells_by_count = "dfrtp_1 (27), xnor2_1 (14), nand3_1 (10)"
synth_adder_area_share_pct = 1.58

[power]
p_leak_nw = 0.676
ir_drop_mv = 0.279
switching_share_pct = 19.7
combPwrFrac_pct = 3.6
p_switching_mw = 0.154
seqPwrFrac_pct = 43.7
p_per_area_nw_per_um2 = 436
internal-power_mw = 0.630
pwr-share-clk_pct = 52.7

[die]
fp.coreArea_um2 = 5070
io_pins = 7
num_rows = 26
dieHeight_um = 74.6
die_area_um2 = 5560
fp_util_pct = 31.1
dieWidth_um = 74.6

[setup_path]
start_kind = "register"
required_ns = 3.71
cp-end-kind = "register"
cp.arrival_ns = 2.35
rrSetupSlack_ns = 1.36
path_max_fanout = 15
path_class = "reg2reg"

[route]
n_antenna_cell = 0
wl_met3_um = 116
drcViolationCount = 0
drt-initial-drc-count = 35
ant_nets = 0
viasPerCell = 4.79
dr.pass1.iters = 4
routedWlPerCell_um = 12.5
routed-wl-met2_mm = 1.21
vias = 1091
wirelength_mm = 2.85
met1_length_mm = 1.46
top_layer = "met4"

[final_timing]
skew_ns = 0.00416
max_freq_ghz = 0.467
min_period_ns = 2.14
finalClockPeriodUsage_pct = 61.2
drv_slew = 0
rsz0062_at_grt = "no"
hold_violations = 0
setup_viol = 0
relSlewSlack_pct = 64.9
setup_tns_ns = 0
tightest_slew_ns = 0.523

[grt]
overflow = 0
grt_usage_pct = 12.1
grt_pass1_vias = 1048
grt_pass1_wl_mm = 5.06
antenna_found_initial = 0
grt_max_degree = 31

[placement]
place_inst = 220
dp_hpwl_mm = 1.91
portBuffers = 6
gp_congestion = 0.930

[cells_and_area]
syn_to_final_growth_pct = 13.9
n_fill_cell = 521
final-seq-area_um2 = 728
fin_cells = 228
logic_area_um2 = 742
drive_above_1_share_pct = 17.7

[min_path]
hold_class = "reg2reg"

[status]
outcome = "finished clean"

[run]
log.warning_count = 26
maxCapViolations = 0
-- worst paths after layout --
kind / cells after the start / endpoint / from
setup / recovery: 5 / button_debouncer.count[11]$_DFFE_PP0P_ / button_debouncer.count[0]$_DFFE_PP0P_
hold / removal: 1 / my_pulse_gen.state[0]$_DFF_PP1_ / my_pulse_gen.state[1]$_DFF_PP0_
setup reg to reg: 5 / button_debouncer.count[11]$_DFFE_PP0P_ / button_debouncer.count[0]$_DFFE_PP0P_
hold reg to reg: 1 / my_pulse_gen.state[0]$_DFF_PP1_ / my_pulse_gen.state[1]$_DFF_PP0_
max in group asynchronous: 3 / my_pulse_gen.state[0]$_DFF_PP1_ / rst
min in group asynchronous: 3 / nbits_counter.state[3]$_DFFE_PP0P_ / rst
-- routing by layer --
layer | vias to the layer above | track usage [%]
met5 | - | 0
met4 | 0 | 2.10
met3 | 7 | 2.75
met2 | 19 | 17.1
met1 | 520 | 19.6
li1 | 545 | -
-- logic make-up after synthesis --
family,count (synthesis)
fa+ha+maj,2
flops,29
simple gates,58
buf+inv,17
compound gates,25
xor+xnor,19
-- critical path: stages, from the launching register on --
cell	delay, ns
dfrtp_1	0.46
ha_1	0.28
nand3_1	0.24
or4_1	0.59
o2bb2a_4	0.32
a21oi_1	0.17
-- flip-flops by register name, summed over array words and instances (netlist names) --
register,flops
button_debouncer.count,20
nbits_counter.state,5
my_pulse_gen.state,3
button_debouncer.new,1
-- cell usage in the layout (no fill, tap or decap), types with 2 or more instances in the layout --
cell,synthesis,layout
nor2_1,7,7
xor2_1,5,5
dfstp_2,2,2
o31ai_1,2,2
and3_1,2,2
buf_4,4,2
or4b_1,2,2
or4_4,2,2
nor4_1,6,6
dfrtp_1,27,27
clkdlybuf4s50_1,0,6
nand4_1,6,6
inv_1,8,8
a21oi_1,7,7
nor3b_1,2,2
clkbuf_8,0,5
xnor2_1,14,14
nand3_1,10,10
nand2_1,7,7
bufinv_16,0,2
nor3_1,7,7
a31oi_1,2,2
a21oi_2,9,9
ha_1,2,2
-- power groups by stage --
stage	clock network [mW]	registers (mW)	logic (mW)
after CTS	0.426	0.343	0.0288
after global routing	0.444	0.344	0.0318
final	0.414	0.343	0.0279
-- stage by stage --
stage	total power [mW]	area (µm²)	util [%]	hold WS [ns]	setup WS [ns]
final	0.785	1800	35.5	0.434	1.36
after global routing	0.820	1800	35.5	0.456	1.20
after CTS	0.798	1800	35.5	0.443	1.37
after detailed placement	0.377	1670	32.8	0.423	1.25
after global placement	0.377	1670	32.8	0.422	1.28
after floorplan	0.368	1580	-	0.405	1.55
-- area by class of cell --
type,count,area share [%]
Sequential cell,29,40.4
Clock inverter,3,3.61
Clock buffer,5,3.82
Multi-Input combinational cell,104,41.2
Timing Repair Buffer,8,4.17
Inverter,9,1.88
Tap cell,70,4.86
No activity file was given, so power comes from the tool's default toggle rates.
